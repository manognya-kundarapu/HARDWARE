`constraint.sdc`:
```
current_design clock

set clk_period 4.1
set clk_io_pct 0.2

create_clock -name clk0 -period $clk_period [get_ports {clk}]

set non_clock_inputs [all_inputs -no_clocks]
set_input_delay [expr $clk_period * $clk_io_pct] -clock clk0 $non_clock_inputs
set_output_delay [expr $clk_period * $clk_io_pct] -clock clk0 [all_outputs]
```
`config.mk`:
```
export PLATFORM = sky130hd
export DESIGN_NAME = clock
export DESIGN_NICKNAME = clock
export VERILOG_FILES = /design/flow/design.v
export SDC_FILE = /design/flow/constraint.sdc
export NUM_CORES = 4
export LEC_CHECK = 1
export CORE_UTILIZATION = 30
```
`design.v`:
```
module clock(
    input clk,
    input rst,                    
    input [2:0] current_mode,     
    input [16:0] in,              
    input mode_rst,               
    output reg [16:0] out         
);    
    reg [2:0] mode;
    reg [5:0] seconds;
    reg [5:0] minutes;
    reg [4:0] hours;
    reg [5:0] s;
    reg [5:0] m;
    reg [4:0] h;
    reg timer_running;
    reg timer_started;
    reg buzz;
    reg [4:0] buzz_time;
  reg [4:0] date;  
  reg [3:0] month; 
  reg [4:0] year; 
    wire is_leap_year;
    assign is_leap_year = (year % 4 == 0) && ((year % 100 != 0) || (year % 400 == 0));
    always @(posedge clk or posedge rst) begin
        if (rst) 
            mode <= 3'b000;  
        else 
            mode <= current_mode;
    end
    always @(posedge clk or posedge rst) begin
        if (rst) begin
            seconds <= 6'b0;
            minutes <= 6'b0;
            hours <= 5'b0;
            date <= 5'd1;
            month <= 4'd1;
            year <= 5'd20;
            s <= 6'b0;
            m <= 6'b0;
            h <= 5'b0;
            timer_running <= 0;
            timer_started <= 0;
            buzz <= 0;
            buzz_time <= 0;
        end else begin
            seconds <= seconds + 1;
            if (seconds == 6'd60) begin
                seconds <= 6'b0;
                minutes <= minutes + 1;
                if (minutes == 6'd60) begin
                    minutes <= 6'b0;
                    hours <= hours + 1;
                    if (hours == 5'd24) begin
                        hours <= 5'b0;
                        date <= date + 1;
                        if ((month == 5'd2 && date == (is_leap_year ? 5'd30 : 5'd29)) ||
                            ((month == 5'd4 || month == 5'd6 || month == 5'd9 || month == 5'd11) && date == 5'd31) ||
                            date == 5'd32) begin
                            date <= 5'd1;
                            month <= month + 1;
                            if (month == 5'd12) begin
                                month <= 5'd1;
                                year <= (year < 6'd25) ? year + 1 : 6'd20;
                            end
                        end
                    end
                end
            end
            case (mode)
                3'b000: begin  
                    if (mode_rst) begin
                        s <= 6'b0;
                        m <= 6'b0;
                        h <= 5'b0;
                    end
                    s <= seconds;
                    m <= minutes;
                    h <= hours;
                end  
                3'b001: begin  
                    if (mode_rst) begin
                        s <= 6'b0;
                        m <= 6'b0;
                        h <= 5'b0;
                    end
                    h[4] <= (hours >= 12) ? 1 : 0;  
                  h[3:0] <= (hours % 12);
                  m <= minutes;
                   s <= seconds;
                end  
                3'b010: begin  
                    if (mode_rst) begin
                        date <= 5'd1;
                        month <= 4'd1;
                        year <= 5'd20;
                    end
                    h <= date;
                    m <= month;
                    s <= year;
                end  
                3'b011: begin  
                  if (mode_rst) begin  
                        s <= 6'b0;
                        m <= 6'b0;
                        h <= 5'b0;
                        timer_running <= 0;
                        timer_started <= 0;
                        buzz <= 0;
                        buzz_time <= 0;
                    end else begin  
                      if (!timer_started) begin  
                            h <= in[16:12];
                            m <= in[11:6];
                            s <= in[5:0];
                            timer_running <= 1;
                            timer_started <= 1;
                            buzz <= 0;
                      end else if (timer_running) begin  
                            if (s > 0) s <= s - 1;
                            else if (m > 0) begin
                                m <= m - 1;
                                s <= 6'd59;
                            end else if (h > 0) begin
                                h <= h - 1;
                                m <= 6'd59;
                                s <= 6'd59;
                            end else begin
                                timer_running <= 0;
                                buzz <= 1;
                                buzz_time <= 30;  
                            end
                        end else if  
                          (buzz_time > 0 && buzz) buzz_time <= buzz_time - 1;
                        else buzz <= 0;
                    end  
                end  
              3'b100: begin  
                    if (mode_rst) begin
                        s <= 6'b0;
                        m <= 6'b0;
                        h <= 5'b0;
                    end else begin
                        s <= s + 1;
                        if (s == 6'd60) begin
                            s <= 6'b0;
                            m <= m + 1;
                            if (m == 6'd60) begin
                                m <= 6'b0;
                                h <= h + 1;
                                if (h == 5'd24) h <= 5'b0;
                            end
                        end
                    end
                end  
                3'b101: begin  
                    if (mode_rst) begin
                        buzz_time <= 0;
                        buzz <= 0;
                    end
                    h <= in[16:12];
                    m <= in[11:6];
                    s <= in[5:0];
                    if (h == hours && m == minutes && s == seconds) begin
                        buzz <= 1;
                        buzz_time <= 30;
                    end else if (buzz_time > 0) buzz_time <= buzz_time - 1;
                    else buzz <= 0;
                end  
            endcase
            out[16:12] <= h;
            out[11:6] <= m;
            out[5:0] <= s;
        end
    end
endmodule
```
`run.sh`:
```
#!/bin/bash
# OpenROAD 26Q1-2900-gdf79404cd8, Yosys 0.63+post, stock flow scripts
make -C /OpenROAD-flow-scripts/flow DESIGN_CONFIG=/design/flow/config.mk WORK_HOME=/design/flow/orfs finish
```
==> notes.md <==
run results: run status=finished, final reports clean, # port buffers=39, Worst slew margin=roughly 37%, Antenna diodes=0, max-cap viol count=0, number of clock sinks=about 70, clock root buffer master=sky130_fd_sc_hd__clkbuf_16, yosys stat chip area=4620 sq um, tool warning count=38, number of setup buffers added after CTS=0, total congestion overflow=0, count of final setup violators=0, setup clock skew after layout=between 0.004 and 0.005 ns, portion of total power attributed to combinational logic=between 10% and 20%, post-detailed-route count of antenna-violating nets=0, Final Max-Slew Violation Tally=0, pin count of the biggest net entering global routing=37, overall global routing resource usage=15.9%, count of unresolved DRC violations after routing=0, Final Cycle Share=between 70 and 80%, cell count listed in synth_stat.txt=~510, Cell Type Count=around 74, TritonCTS clock tree=done, Min-Delay Endpoint=timer_running$_DFFE_PP0P_, antenna violations before repair=0, overall power after layout=between 1.5 and 2 mW, Post-Syn Instances=507, class of the most critical setup path=input pin to flop, buffers from clock root to sink, at most=2, ys flops=roughly 70, depth of the worst hold-timing path=2, combined area of all synthesized cells=between 4000 and 5000 sq um, Via-to-Cell Ratio=between 5 and 6, crit path DRT=about 4.3 ns, via count=approximately 3.9k, height of the die=126 microns, power dissipated by switching net loads=roughly 530 uW, cell with the largest stage delay on the worst path=sky130_fd_sc_hd__clkdlybuf4s50_1, worst setup slack for register-to-register paths=1.23 ns, Post-CTS Hold Buffers=0, core utilization before placement=between 30 and 40%, async set or reset register ratio after synthesis=between 70% and 80%, clock slew at reported path FFs=~0.060 ns, drt initial violations=around 360, crit path time final=3.01 ns, count of H-tree levels built during CTS=3, reg2reg start=s[0]$_DFFE_PP0P_, Max Clock Freq=around 330 MHz, clock network power share=around two fifths, count of library flops with an enable pin=17, maximum resistive drop on vdd=around 0.22 mV, via count of the first global-routing pass=approximately 3.8k, Die X=126 microns, post-cts resize count=0, reg-to-reg endpoint=m[1]$_DFFE_PP0P_, Detailed Place HPWL=8650 microns, placement row count=around 44, proportion of total power due to net switching=27.6%, first-pass GRT wire length=roughly 20000 microns, Synth-to-Final Area Change=17.5%, placeable core area=about 15000 sq um, sequential cell area fraction in the yosys report=about 40%, final-layout setup total negative slack=0 ns, largest stage delay on the critical path=between 0.6 and 0.7 ns, Setup crit start kind=input pin, power per standard cell area=356 nW/um^2, count of cells along the worst register-to-register path=7, Routed Wire Length=11800 microns, Yosys Warn Count=2, DR WL/cell=roughly 16 microns, First-pass DRT Iterations=4, pre-CTS WS=0.793 ns, fraction of final layout cells with drive strength greater than 1=under 10%, crit path DAT=3.22 ns, setup repair after global routing missed its margin=false, biggest fanout along the worst timing path=12, internal power component=1.40 mW, prevailing post-synth register cell=sky130_fd_sc_hd__dfrtp_1, leakage component of the power=between 2 and 2.5 nW, sequence of cells on the critical path=clkdlybuf4s50_1 -> nor4b_2 -> buf_4 -> o21ai_1 -> nand4_1 -> a2111oi_0 -> a21oi_1, number of buffers created by CTS=9, Final Hold Violating Endpoints=0, clock insertion delay at the later pin of the skew report=roughly 0.34 ns, # IOs=~40, hold wc startpoint=timer_running$_DFFE_PP0P_, mean cell area of the mapped netlist=~9 sq um, share of power burned in registers=44.8%, area of the die=15900 sq um, sort of element at the end of the critical path=flop, Min-Delay Path Class=flop to flop, global placement routability congestion=about 0.91, Worst-Margin Slew=about 0.95 ns, least setup slack across all paths after layout=roughly 1.1 ns
## state kept, by name (all words and copies together) (netlist names)
name and count:
date 5, h 5, hours 5, m 6, minutes 6, mode 3, month 4, out 17
s 6, seconds 6, timer_running 1, timer_started 1, year 5
## layout make-up
type	instances	area, sq um
clock inverter	6	62.6
tap	184	230
inverter	26	97.6
fill	1443	9330
sequential	70	1840
multi-input combinational	379	2510
clock buffer	10	229
timing repair buffer	47	450
## cells in the final DEF (no fill, tap or decap), types with 8 or more instances in the layout
| master | synthesis | final |
|---|---|---|
| sky130_fd_sc_hd__a21oi_1 | 33 | 33 |
| sky130_fd_sc_hd__and3_1 | 9 | 9 |
| sky130_fd_sc_hd__buf_4 | 2 | 8 |
| sky130_fd_sc_hd__clkbuf_16 | 0 | 9 |
| sky130_fd_sc_hd__clkdlybuf4s50_1 | 0 | 39 |
| sky130_fd_sc_hd__dfrtp_1 | 49 | 49 |
| sky130_fd_sc_hd__edfxtp_1 | 17 | 17 |
| sky130_fd_sc_hd__ha_1 | 24 | 24 |
| sky130_fd_sc_hd__inv_1 | 26 | 25 |
| sky130_fd_sc_hd__nand2_1 | 35 | 35 |
| sky130_fd_sc_hd__nand3_1 | 22 | 22 |
| sky130_fd_sc_hd__nor2_1 | 37 | 37 |
| sky130_fd_sc_hd__nor3_1 | 13 | 13 |
| sky130_fd_sc_hd__o21ai_0 | 51 | 51 |
| sky130_fd_sc_hd__o31ai_1 | 9 | 9 |
| sky130_fd_sc_hd__xnor2_1 | 11 | 11 |
| sky130_fd_sc_hd__xor2_1 | 8 | 8 |
## synthesized netlist by cell type, types with 4 or more instances
| master | number | area (sq um) |
|---|---|---|
| sky130_fd_sc_hd__o21ai_0 | 51 | 255 |
| sky130_fd_sc_hd__dfrtp_1 | 49 | 1230 |
| sky130_fd_sc_hd__nor2_1 | 37 | 139 |
| sky130_fd_sc_hd__nand2_1 | 35 | 131 |
| sky130_fd_sc_hd__a21oi_1 | 33 | 165 |
| sky130_fd_sc_hd__inv_1 | 26 | 97.6 |
| sky130_fd_sc_hd__ha_1 | 24 | 300 |
| sky130_fd_sc_hd__nand3_1 | 22 | 110 |
| sky130_fd_sc_hd__clkbuf_1 | 21 | 78.8 |
| sky130_fd_sc_hd__edfxtp_1 | 17 | 510 |
| sky130_fd_sc_hd__nor3_1 | 13 | 65.1 |
| sky130_fd_sc_hd__xnor2_1 | 11 | 96.3 |
| sky130_fd_sc_hd__and3_1 | 9 | 56.3 |
| sky130_fd_sc_hd__o31ai_1 | 9 | 67.6 |
| sky130_fd_sc_hd__xor2_1 | 8 | 70.1 |
| sky130_fd_sc_hd__a22o_1 | 7 | 61.3 |
| sky130_fd_sc_hd__and2_1 | 7 | 43.8 |
| sky130_fd_sc_hd__mux2i_1 | 7 | 70.1 |
| sky130_fd_sc_hd__a2111oi_0 | 6 | 52.6 |
| sky130_fd_sc_hd__a31oi_1 | 6 | 37.5 |
| sky130_fd_sc_hd__nand3b_1 | 5 | 37.5 |
| sky130_fd_sc_hd__nor3b_1 | 5 | 37.5 |
| sky130_fd_sc_hd__o211ai_1 | 5 | 37.5 |
| sky130_fd_sc_hd__dfstp_2 | 4 | 105 |
| sky130_fd_sc_hd__nand2b_1 | 4 | 25.0 |
| sky130_fd_sc_hd__nand4_1 | 4 | 25.0 |
| sky130_fd_sc_hd__nand4b_1 | 4 | 35.0 |
| sky130_fd_sc_hd__nor4bb_1 | 4 | 40.0 |
| sky130_fd_sc_hd__o221ai_1 | 4 | 35.0 |
## power by group through the flow
stage	logic [mW]	registers [mW]	clock network (mW)
after CTS	0.305	0.864	0.789
after global routing	0.340	0.875	0.810
final	0.302	0.864	0.763
## metal layers
metal  wire length [microns]  track usage [%]  share of wire (%)
met1                    5690             24.6                 48
met2                    5400             24.6                 46
met3                     596             2.68                5.0
met4                     136             1.91                1.2
met5                       0                0                  0
## stage by stage
step | hold WS, ns | utilization (%) | std cells | area (sq um)
global placement | 0.497 | 34.8 | 706 | 5130
floorplan | 0.420 | - | 507 | 4620
finish | 0.524 | 36.8 | 722 | 5430
global route | 0.574 | 36.8 | 722 | 5430
CTS | 0.522 | 36.8 | 722 | 5430
detailed placement | 0.505 | 34.8 | 706 | 5130
## worst max-delay path by stage
stage / cells past startpoint / slack (ns) / endpoint / start
after global routing: 7 / 0.82 / m[1]$_DFFE_PP0P_ / mode_rst
final: 7 / 1.09 / m[1]$_DFFE_PP0P_ / mode_rst
after CTS: 7 / 1.15 / m[1]$_DFFE_PP0P_ / mode_rst
## worst max-delay path, delay by kind of cell
kind / cells / cell delay, ns
compound gates: 3 / 0.87
simple gates: 2 / 0.65
buf+inv: 2 / 0.87
## cell families (layout without fill, tap and decap cells)
kind of cell / Yosys count / count (layout) / synth area share (%)
AND/OR/NAND/NOR: 176 / 176 / 21.4
multiplexers: 9 / 9 / 2.00
adder cells (fa/ha/maj): 24 / 24 / 6.50
AND-OR/OR-AND: 151 / 151 / 20.9
flip-flops: 70 / 70 / 39.9
buffers and inverters: 58 / 89 / 5.66
XOR/XNOR: 19 / 19 / 3.60
No activity file was given, so power comes from the tool's default toggle rates.
